==> design.v <==
`timescale 1ns / 1ps
module Forwarding_Unit(
    input [4:0] IDEX_rs1, IDEX_rs2,
    input [4:0] EXMEM_rd, MEMWB_rd,
    input EXMEM_RegWrite, EXMEM_MemtoReg,
    input MEMWB_RegWrite,
    output reg [1:0] fwd_A, fwd_B
);
always @(*) begin
    if (EXMEM_rd == IDEX_rs1 && EXMEM_RegWrite && EXMEM_rd != 0) 
        begin
            fwd_A = 2'b10;
        end
    else if (((MEMWB_rd == IDEX_rs1) && MEMWB_RegWrite && (MEMWB_rd != 0)) 
            &&
            !(EXMEM_RegWrite && (EXMEM_rd != 0) && (EXMEM_rd == IDEX_rs1)))
        begin
            fwd_A = 2'b01;
        end
    else
        begin
            fwd_A = 2'b00;
        end
    if ((EXMEM_rd == IDEX_rs2) && (EXMEM_RegWrite) && (EXMEM_rd != 0))
        begin
            fwd_B = 2'b10;
        end
    else if (((MEMWB_rd == IDEX_rs2) && (MEMWB_RegWrite == 1) && (MEMWB_rd != 0)) 
            &&
            !(EXMEM_RegWrite && (EXMEM_rd != 0) && (EXMEM_rd == IDEX_rs2)
            ))
        begin
            fwd_B = 2'b01;
        end
    else 
        begin
            fwd_B = 2'b00;
        end
end
endmodule
==> run.sh <==
#!/bin/bash
# OpenROAD 26Q1-2900-gdf79404cd8, Yosys 0.63+post, stock flow scripts
make -C /OpenROAD-flow-scripts/flow DESIGN_CONFIG=/design/flow/config.mk WORK_HOME=/design/flow/orfs finish
==> config.mk <==
export PLATFORM = sky130hd
export DESIGN_NAME = Forwarding_Unit
export DESIGN_NICKNAME = Forwarding_Unit
export VERILOG_FILES = /design/flow/design.v
export SDC_FILE = /design/flow/constraint.sdc
export NUM_CORES = 4
export LEC_CHECK = 1
export CORE_AREA = 10 10 70 70
export DIE_AREA = 0 0 80 80
==> constraint.sdc <==
current_design Forwarding_Unit

set clk_period 2.1
set clk_io_pct 0.2

create_clock -name clk0 -period $clk_period

set non_clock_inputs [all_inputs -no_clocks]
set_input_delay [expr $clk_period * $clk_io_pct] -clock clk0 $non_clock_inputs
set_output_delay [expr $clk_period * $clk_io_pct] -clock clk0 [all_outputs]
==> impl_metrics.yaml <==
# flow metrics
route:
  num_antenna_cells: 0
  postRouteAntennaNets: 0
  drcViolationCount: 0
  drt_iter0_markers: 8
  vias: 379
  routed_via_density: 3.18
  drt_wl_total_um: 1410
  first_pass_iters: 2
  wl_per_cell_um: 11.9
global_routing:
  antenna_found_initial: 0
  gr-total-overflow: 0
  grt_usage: 0.0430
  grt_pass1_wl_um: 2240
  grt_max_degree: 4
  grt_pass1_vias: 451
worst_setup_path:
  crit_path_max_incr_delay_ns: 0.54
  crit_arrival_ns: 1.65
  slowest_stage: "or4_4"
  cp.depth: 7
  crit_path_max_fanout: 2
  worst_setup_path_start_kind: "input port"
  cp-startpoint: "EXMEM_rd[2]"
  crit_required_ns: 1.68
  crit_buf_inv: 3
  crit_end: "fwd_B[0]"
  cp_top_family: "simple AND/OR/NAND/NOR gates"
  cp-end-kind: "primary output"
  worstPathCellList: "buf_6 -> or4_4 -> o21ai_4 -> nor4_4 -> buf_4 -> nor3_4 -> buf_2"
  crit_type: "input port to primary output"
die:
  rows: 21
  dieHeight_um: 80
  chip_area_sq_mm: 0.00640
  core_region_area_sq_mm: 0.00342
  initCoreUtil: 0.0751
  die_w_um: 80
  num_io_pins: 27
final_layout:
  drive_gt1_frac: 0.466
  stdcell_count: 119
  area_growth_pct: 185
  seqCellArea_sq_um: 0
  clockBufferCount: 0
  seq_cells: 0
synthesis:
  yosysSeqAreaShare: 0
  yosys_warnings: 1
  area_leaders: "xnor2_1, xor2_1, nand3_1"
  yosysUniqueCellTypes: 8
  top_area_frac: 0.341
  yosys.area.top_type: "xnor2_1"
  synth_area_per_cell_sq_um: 7.54
  ys_cells: 34
  synthesis.area_sq_um: 256
  ys_area_sq_um: 256
  syn_inst: 34
pwr:
  clock_power_share: 0
  pwr-share-seq: 0
  switching_power_mw: 0.0527
  p_int_mw: 0.0723
  leakagePower_nw: 0.302
  p_comb_frac: 1.000
  swShare: 0.422
  max-vdd-ir-drop_mv: 0.0265
  p_per_area_mw_per_mm2: 171
final_timing:
  final.setup.tns_ns: 0
  finalClockPeriodUsage: 0.988
  setup_viol: 0
  worst_pin_slew_ns: 0.263
  hold_viol: 0
  grt_setup_unrepaired: "yes"
  fmax_mhz: 482
  slew_headroom: 0.823
  fin_crit_ns: 2.07
  slew_viol_final: 0
  hold_ws_ns: 1.42
outcome:
  status: "completed"
min_path:
  min_path_type: "input port to primary output"
job:
  maxCapViolCount: 0
  warnings: 35
placement:
  port_buffers: 26
  gp_congestion: 0.781
  hpwlAfterDp_um: 1260
  dp.cells: 118
clock_tree:
  holdBufCountCts: 0
worst min path at each step:
stage,start,end,cells past startpoint
CTS,EXMEM_rd[4],fwd_A[1],5
global route,IDEX_rs2[3],fwd_B[0],5
finish,EXMEM_rd[4],fwd_A[1],5
cells by family after synthesis:
| kind of cell | count (synthesis) | share of synthesized area |
|---|---|---|
| AND/OR/NAND/NOR | 12 | 0.263 |
| AND-OR/OR-AND | 2 | 0.0536 |
| XOR/XNOR | 20 | 0.683 |
synthesized netlist by cell type (all sizes together):
master / instances
xnor2: 10
nor3: 4
nand3: 4
o21ai: 2
nor4: 2
or4: 2
xor2: 10
what timing repair did:
action	CTS	global route
hold endpoints to repair	0	0
buffers inserted	2	0
gates cloned	0	0
pin swaps	17	2
resized	66	2
setup endpoints to repair	4	1
power by group through the flow:
| stage | Combinational, mW | Clock, mW | Sequential [mW] |
|---|---|---|---|
| after global routing | 0.136 | 0 | 0 |
| final | 0.125 | 0 | 0 |
| after CTS | 0.124 | 0 | 0 |
layout make-up:
cell class                 instances  area (sq um)
fill                             387          2680
multi-input combinational         34           340
tap                               46          57.6
timing repair buffer              39           334
metal layers:
layer / share of wire / wire [um] / vias to the layer above / GRT usage
li1: - / - / 199 / -
met1: 0.32 / 459 / 168 / 0.0423
met2: 0.56 / 797 / 12 / 0.0875
met3: 0.11 / 156 / 0 / 0.0148
met4: 0 / 0 / 0 / 0
met5: 0 / 0 / - / 0
stage by stage:
step	worst slack, ns	power [mW]	util	cell area (sq um)
floorplan	0.424	0.0357	-	256
global placement	-0.760	0.114	0.195	664
detailed placement	-0.763	0.115	0.195	664
CTS	-0.0242	0.124	0.212	723
global route	-0.0188	0.136	0.214	732
finish	0.0250	0.125	0.214	732
tightest hold or removal path: stages:
cell and delay, ns:
buf_2 0.12, xnor2_1 0.07, nand3_1 0.10, nor4_2 0.06, dlygate4sd2_1 0.23
cells in the final DEF (no fill, tap or decap), types with 2 or more instances in the layout:
master           Yosys  routed
clkdlybuf4s50_1      0       2
buf_6                0       3
nor3_1               4       2
buf_2                0       4
clkdlybuf4s15_2      0       3
xnor2_1             10       7
buf_4                0      12
xnor2_2              0       3
dlygate4sd2_1        0      11
nand3_1              4       3
clkdlybuf4s15_1      0       4
xor2_1              10      10
or4_4                0       2
Power is estimated from default activity; no workload was simulated.
